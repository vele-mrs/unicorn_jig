==> ./design.v <==
 module pwm_controller (
         input          I_CLK_100MHZ
        ,input          I_CE_10KHZ
        ,input          I_RST
        ,input  [6:0]   I_DUTY
        ,output         O_PULSE
    ) ;
    reg  [6:0]  r_cnt   ;
    reg  [6:0]  r_duty  ;
    reg         r_pulse ;
    initial begin
        r_cnt       = 7'd0 ;
        r_duty      = 7'd0 ;
        r_pulse     = 1'b0 ;
    end
    always @(posedge I_CLK_100MHZ) begin
        if (I_RST) begin
            r_pulse <= 1'b0 ;
            r_cnt   <= 7'd0 ;
        end else if (I_CE_10KHZ) begin
            if (r_cnt == 7'd99) begin
                r_pulse <= 1'b1 ;
                r_cnt   <= 7'd0 ;
                r_duty  <= I_DUTY ;
            end else if (r_cnt == r_duty - 7'd1) begin
                r_pulse <= 1'b0 ;
                r_cnt   <= r_cnt + 7'd1 ;
            end else begin
                r_pulse <= r_pulse ;
                r_cnt   <= r_cnt + 7'd1 ;
            end
        end else begin
            r_pulse <= r_pulse ;
            r_cnt   <= r_cnt ; 
        end
    end
    assign O_PULSE = (I_DUTY==7'd0) ? 1'b0 : r_pulse ;
endmodule
==> ./run.sh <==
#!/bin/bash
# OpenROAD 26Q1-2900-gdf79404cd8, Yosys 0.63+post, stock flow scripts
make -C /OpenROAD-flow-scripts/flow DESIGN_CONFIG=/design/flow/config.mk WORK_HOME=/design/flow/orfs finish
==> ./config.mk <==
export PLATFORM = sky130hd
export DESIGN_NAME = pwm_controller
export DESIGN_NICKNAME = pwm_controller
export VERILOG_FILES = /design/flow/design.v
export SDC_FILE = /design/flow/constraint.sdc
export NUM_CORES = 4
export LEC_CHECK = 1
export CORE_AREA = 10 10 75 75
export DIE_AREA = 0 0 85 85
==> ./constraint.sdc <==
current_design pwm_controller

set clk_period 2.3
set clk_io_pct 0.2

create_clock -name clk0 -period $clk_period [get_ports {I_CLK_100MHZ}]

set non_clock_inputs [all_inputs -no_clocks]
set_input_delay [expr $clk_period * $clk_io_pct] -clock clk0 $non_clock_inputs
set_output_delay [expr $clk_period * $clk_io_pct] -clock clk0 [all_outputs]
==> summary.json <==
{
  "clock_sinks": {"value": 15},
  "clock_path_buffers": {"value": 2},
  "net-switching-power": {"value": 109, "unit": "uW"},
  "cts_inserted_buffers": {"value": 3},
  "route.detailed.wl_per_inst": {"value": 10.6, "unit": "um"},
  "clock-root-buffer": {"value": "sky130_fd_sc_hd__clkbuf_8"},
  "total_power": {"value": 534, "unit": "uW"},
  "timing.max_slew.rel_slack": {"value": 77.0, "unit": "%"},
  "max_cap_violations": {"value": 0},
  "synth-seq-area-share": {"value": 48.3, "unit": "%"},
  "drt-total-wl": {"value": 1450, "unit": "um"},
  "crit_arrival": {"value": 1.74, "unit": "ns"},
  "finalInstanceArea": {"value": 988, "unit": "um^2"},
  "gp_routability_congestion": {"value": 0.842},
  "route.detailed.drc": {"value": 0},
  "die_y": {"value": 85, "unit": "um"},
  "synth.mux.area_fraction": {"value": 3.92, "unit": "%"},
  "synth-adder-area-share": {"value": 3.26, "unit": "%"},
  "design.core.area": {"value": 4060, "unit": "um^2"},
  "power.density": {"value": 540, "unit": "nW/um^2"},
  "track_usage": {"value": 3.96, "unit": "%"},
  "vdd_ir_drop_max": {"value": 0.289, "unit": "mV"},
  "yosys-stat-cells": {"value": 72},
  "grt_setup_unrepaired": {"value": "false"},
  "synthesized_area_fraction_occupied_by_ao_oa_aoi_and_oai_cells": {"value": 4.24, "unit": "%"},
  "clkLatencyLatePin": {"value": 0.24, "unit": "ns"},
  "power_leakage": {"value": 0.000344, "unit": "uW"},
  "via_per_inst": {"value": 3.99},
  "synth_area": {"value": 767, "unit": "um^2"},
  "layout_top_cell_excl_fill_tap": {"value": "sky130_fd_sc_hd__nor2_1"},
  "top_level_port_count": {"value": 11},
  "hpwlAfterDp": {"value": 1140, "unit": "um"},
  "detailed_route_iter0_violations": {"value": 20},
  "post_cts_hold_buffers": {"value": 0},
  "timing.hold.worst.class": {"value": "reg2reg"},
  "timing.final.crit_period": {"value": 2.20, "unit": "ns"},
  "post_synth_and_or_nand_nor_area_fraction": {"value": 20.9, "unit": "%"},
  "dpl-instance-area": {"value": 942, "unit": "um^2"},
  "yosys_warnings": {"value": 1},
  "vias": {"value": 546},
  "syn-instance-count": {"value": 72},
  "cts_tree": {"value": "built"},
  "firstDrtPassIters": {"value": 4},
  "grt_antenna_before_repair": {"value": 0},
  "result_of_the_run": {"value": "finished clean"},
  "final-setup-viol-count": {"value": 0},
  "yosys.stat.chipArea": {"value": 767, "unit": "um^2"},
  "critical_path.endpoint_type": {"value": "output pin"},
  "synthDistinctLibCells": {"value": 23},
  "logic_family": {"value": "simple AND/OR/NAND/NOR gates"},
  "critPathMaxFanout": {"value": 2},
  "grt_overflow_total": {"value": 0},
  "cts_repair_resize_count": {"value": 0},
  "design.die.area": {"value": 7230, "unit": "um^2"},
  "drive_gt1_share": {"value": 10.3, "unit": "%"},
  "post_cts_setup_buffers": {"value": 0},
  "ys_ff": {"value": 15},
  "antenna_cells": {"value": 0},
  "max_slew_violation_count": {"value": 0},
  "combinational_group_share_of_total_power": {"value": 6.8, "unit": "%"},
  "share_clk_of_total_power": {"value": 39.4, "unit": "%"},
  "startpoint_type": {"value": "input pin"},
  "p_sw_share": {"value": 20.4, "unit": "%"},
  "setup_total_negative_slack": {"value": 0, "unit": "ns"},
  "grt_first_pass_wirelength": {"value": 2430, "unit": "um"},
  "warnings": {"value": 25},
  "worst_clock_skew": {"value": 0.00186, "unit": "ns"},
  "vias_in_the_first_global_route": {"value": 544},
  "floorplan_row_count": {"value": 23},
  "antenna_violating_nets_post_route": {"value": 0},
  "finalClockPeriodUsage": {"value": 95.5, "unit": "%"},
  "cts.htree.levels": {"value": 1},
  "floorplan.initialDensity": {"value": 18.9, "unit": "%"},
  "power_report.internal_total": {"value": 425, "unit": "uW"},
  "achievable-frequency": {"value": 455, "unit": "MHz"},
  "seq_power_share": {"value": 53.8, "unit": "%"},
  "avgSynthCellArea": {"value": 10.7, "unit": "um^2"},
  "critical_path_required": {"value": 1.84, "unit": "ns"},
  "final-hold-violation-count": {"value": 0},
  "area.growth.synth_to_final": {"value": 28.9, "unit": "%"},
  "grt_max_degree": {"value": 10},
  "area_fraction_in_xor_and_xnor_cells": {"value": 17.1, "unit": "%"},
  "lay_top_cells": {"value": "11 x sky130_fd_sc_hd__nor2_1, 10 x sky130_fd_sc_hd__clkdlybuf4s50_1, 8 x sky130_fd_sc_hd__xnor2_1, 8 x sky130_fd_sc_hd__dfxtp_1"},
  "clk_transition_reported_paths": {"value": 0.06, "unit": "ns"},
  "worst_pin_slew": {"value": 0.341, "unit": "ns"},
  "io_buffer_count": {"value": 10},
  "floorplan.die.width": {"value": 85, "unit": "um"},
  "worstSetupPathType": {"value": "in2out"}
}
[path summary, 6_finish.rpt]
| check | from | endpoint | slack [ns] | cells after the start |
|---|---|---|---|---|
| max | I_DUTY[2] | O_PULSE | 0.10 | 4 |
| max reg2reg | r_duty[0] | r_pulse | 0.55 | 7 |
| min | r_pulse | r_pulse | 0.53 | 2 |
| min reg2reg | r_pulse | r_pulse | 0.53 | 2 |
[power groups by stage]
stage / Sequential, uW / Combinational (uW) / Clock (uW)
4_1_cts: 287 / 36.5 / 216
5_1_grt: 288 / 39.0 / 228
6_report: 287 / 36.3 / 210
[worst max-delay path, stage by stage]
cell and delay [ns]:
sky130_fd_sc_hd__clkdlybuf4s50_1 0.42, sky130_fd_sc_hd__nor4_1 0.29, sky130_fd_sc_hd__a21boi_0 0.14, sky130_fd_sc_hd__clkdlybuf4s50_1 0.43
[synthesized netlist by cell type]
master | count | area (um^2)
sky130_fd_sc_hd__o31ai_1 | 1 | 7.51
sky130_fd_sc_hd__buf_2 | 2 | 10.0
sky130_fd_sc_hd__edfxtp_1 | 7 | 210
sky130_fd_sc_hd__nor2_1 | 11 | 41.3
sky130_fd_sc_hd__xnor2_1 | 8 | 70.1
sky130_fd_sc_hd__nor2b_1 | 1 | 6.26
sky130_fd_sc_hd__nor3_1 | 2 | 10.0
sky130_fd_sc_hd__nor4b_1 | 2 | 17.5
sky130_fd_sc_hd__nand4_1 | 3 | 18.8
sky130_fd_sc_hd__and2b_1 | 1 | 7.51
sky130_fd_sc_hd__a21boi_0 | 1 | 7.51
sky130_fd_sc_hd__nor4_1 | 2 | 12.5
sky130_fd_sc_hd__nand2_1 | 3 | 11.3
sky130_fd_sc_hd__ha_1 | 2 | 25.0
sky130_fd_sc_hd__dfxtp_1 | 8 | 160
sky130_fd_sc_hd__inv_1 | 2 | 7.51
sky130_fd_sc_hd__mux2i_1 | 3 | 30.0
sky130_fd_sc_hd__nor3b_4 | 1 | 18.8
sky130_fd_sc_hd__or2_2 | 1 | 6.26
sky130_fd_sc_hd__xor2_1 | 7 | 61.3
sky130_fd_sc_hd__nand3_1 | 2 | 10.0
sky130_fd_sc_hd__a311oi_1 | 1 | 8.76
sky130_fd_sc_hd__a22o_1 | 1 | 8.76
[logic make-up after synthesis]
logic type      after synthesis
simple gates                 29
buf+inv                       4
fa+ha+maj                     2
mux                           3
xor+xnor                     15
compound gates                4
flops                        15
[state kept, by name, summed over array words and instances (netlist names)]
name	count
r_duty	7
r_pulse	1
r_cnt	7
[final cells by class]
class,instances,area [um^2]
inverter,2,7.51
fill,413,3070
sequential,15,370
tap,50,62.6
clock buffer,3,41.3
timing repair buffer,13,123
clock inverter,1,5.00
multi-input combinational,53,379
[metrics by stage]
step | util, % | cells | setup WS [ns] | hold WS [ns]
after CTS | 24.4 | 137 | 0.0922 | 0.532
after floorplan | - | 72 | 0.485 | 0.467
final | 24.4 | 137 | 0.104 | 0.531
after global placement | 23.2 | 133 | 0.0515 | 0.516
after global routing | 24.4 | 137 | 0.00407 | 0.572
after detailed placement | 23.2 | 133 | 0.0944 | 0.523
[metal layers]
metal | track usage, % | share of wire [%] | routed length [um] | vias to the layer above
met5 | 0 | 0 | 0 | -
met4 | 0.449 | 0 | 0 | 0
met3 | 1.45 | 4.7 | 68 | 0
met2 | 6.27 | 46 | 670 | 8
met1 | 5.21 | 49 | 707 | 256
li1 | - | - | - | 282
Power is estimated from default activity; no workload was simulated.
