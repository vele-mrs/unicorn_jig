==> flow/design.v <==
 module clock_enable_generator #(
         parameter  P_DIV     = 17'd100000 
        ,parameter  P_WIDTH   = 17         
    ) (
         input                  I_CLK
        ,input                  I_RST
        ,output                 O_CE
    ) ;
    reg [P_WIDTH-1:0] r_cnt ;
    reg               r_ce  ;
    always @(posedge I_CLK) begin
        if (I_RST) begin
            r_cnt   <= {P_WIDTH{1'b0}} ;
            r_ce    <= 1'b0 ;
        end else begin
            if (r_cnt == P_DIV-1) begin
                r_cnt   <= {P_WIDTH{1'b0}} ;
                r_ce    <= 1'b1 ;
            end else begin
                r_cnt   <= r_cnt + { {(P_WIDTH-1){1'b0}} , 1'b1} ;
                r_ce    <= 1'b0 ;
            end
        end
    end
    assign O_CE = r_ce ;
endmodule
==> flow/run.sh <==
#!/bin/bash
# OpenROAD 26Q1-2900-gdf79404cd8, Yosys 0.63+post, stock flow scripts
make -C /OpenROAD-flow-scripts/flow DESIGN_CONFIG=/design/flow/config.mk WORK_HOME=/design/flow/orfs finish
==> flow/config.mk <==
export PLATFORM = sky130hd
export DESIGN_NAME = clock_enable_generator
export DESIGN_NICKNAME = clock_enable_generator
export VERILOG_FILES = /design/flow/design.v
export SDC_FILE = /design/flow/constraint.sdc
export NUM_CORES = 4
export LEC_CHECK = 1
export CORE_AREA = 10 10 81 81
export DIE_AREA = 0 0 91 91
==> flow/constraint.sdc <==
current_design clock_enable_generator

set clk_period 3.0
set clk_io_pct 0.2

create_clock -name clk0 -period $clk_period [get_ports {I_CLK}]

set non_clock_inputs [all_inputs -no_clocks]
set_input_delay [expr $clk_period * $clk_io_pct] -clock clk0 $non_clock_inputs
set_output_delay [expr $clk_period * $clk_io_pct] -clock clk0 [all_outputs]
==> results.txt <==
flow finished, numbers: Final Cycle Share 53.54%, CP endpoint kind primary output, pin count of the biggest net entering global routing 17, FF-to-FF End r_cnt[11], Synth Seq Share between 40% and 50%, worst min-delay path endpoint r_cnt[0], DP HPWL 963.8 um, DRC violations left 0, setup violators final 0, Synth Register Bits 18, Pleak 0.0003185 uW, RD Place Congestion roughly 0.78, Area Overhead vs Synth 17.13%, R2R Setup Slk approximately 1.5 ns, Die Area 0.008281 mm2, required time worst endpoint 2.40 ns, Tightest Pin Transition 0.3588 ns, CTS Buf Count 3, Setup TNS 0 ns, CP max-delay cell clkdlybuf4s50_1, crit path kind flip-flop to primary output, Crit Path Max Fanout 1, Rel. slew slack 75.74%, OpenROAD warning count 25, peak supply drop 0.2668 mV, Post-CTS Setup Inserts 0, CP Cell Sequence clkdlybuf4s50_1, DR iter-0 viols 6, CTS tree done, cell area after synthesis 862.1 um2, hold_ws 0.4826 ns, via count 581, DRT Wirelength 1.397 mm, Final Hold Viols 0, Tmin final 1.606 ns, routed length per placed instance 8.731 um, final std cells w/o fill 160, Netlist cell types 21, Clock Sinks 18, number of global-route vias before repair around 600, status completed, Clock Path Buffers 2, first-pass GRT wire length between 2 and 3 mm, IO Count 3, final core occ 20.96%, Max-Cap Viols 0, port buffer count 2, H-tree Lvls 1, post-route cell area 0.001010 mm2, Hold Crit Start r_cnt[0], critical path buffer and inverter count 1, number of routed nets with antenna violations 0, cts hold-fix bufs 0, crit-path leading delay family buffers and inverters, Core ar. 0.004817 mm2, number of diodes 0, row cnt 25, FP Util between 10% and 20%, initial antenna violation count 0, ys cells a little under 90, grt total ovfl 0, CTS clk-pin slew, worst paths roughly 0.070 ns, chip height 91 um, cells after synthesis 88, hold path depth 1, die width 91 um, via-per-instance ratio 3.631, Critical path origin r_ce, Area after DPL about 950 um2, R2R depth 5, Critical Path Start Type flip-flop, RSZ-0062 raised after global routing false, synthesis area per yosys 862.1 um2, Slew Viols, Final 0, fmax approximately 620 MHz, Worst Hold Class flip-flop to flip-flop, Worst Path Arrival 1.01 ns, Layout Skew 0.001091 ns, # placed instances 156, post-CTS sizing 0, clk ins delay skew pair between 0.2 and 0.3 ns, synth warn 1, RR Startpoint r_cnt[0], layout cell share with drive strength beyond 1 18.28%, CTS Root Cell clkbuf_8, syn avg cell area around 10 um2, PwrDens 449.4 mW/mm2, DRT Pass-1 Iters 4, GRT Total Usage 3.454%, CP max stage delay roughly 0.45 ns
==> sequential cells by signal, summed over array words and instances (netlist names) <==
register  flops
r_cnt        17
r_ce          1
==> layout by cell type (no fill, tap or decap), drive strengths merged, types with 3 or more instances in the layout <==
| master | instances |
|---|---|
| nor4 | 6 |
| nand2 | 5 |
| inv | 3 |
| clkbuf | 4 |
| nor3 | 4 |
| nand4 | 6 |
| dfxtp | 18 |
| xor2 | 4 |
| nand3 | 5 |
| xnor2 | 11 |
| nor2 | 20 |
==> synthesized netlist by cell type <==
cell type,number,area (um2)
nand4_2,1,12.51
xor2_1,4,35.03
and4b_1,1,10.01
dfxtp_1,18,360.4
inv_1,3,11.26
nor4_4,1,21.27
nand3_2,1,10.01
nand3_1,4,20.02
a21o_4,1,15.01
ha_1,1,12.51
nor3_1,4,20.02
nand2_1,5,18.77
and4_2,1,10.01
nor4_2,5,62.56
nor2_2,2,12.51
nor4b_1,1,8.760
buf_6,1,11.26
nand4_1,4,25.02
xnor2_1,11,96.34
nor2_1,18,67.56
nand4_4,1,21.27
==> kinds of logic (layout without fill, tap and decap cells) <==
group                      Yosys count  in the layout  synth area share (%)
and+or+nand+nor                     49             49                 37.15
xor gates and xnor gates            15             15                 15.24
buffers and inverters                4              9                 2.612
adders and majority gates            1              1                 1.451
DFF                                 18             18                 41.80
AOI/OAI and AO/OA                    1              1                 1.741
==> final cells by class <==
type	count	area, um2
repair buffers	2	20.02
fillers	541	3807
inverters	3	11.26
multi-input cells	66	479.2
flip-flops and latches	18	360.3
well taps	67	83.83
clock buffers	4	55.05
==> routing by layer <==
| metal | GRT usage (%) | part of all wire (%) | vias up |
|---|---|---|---|
| met4 | 0.9138 | 1.5 | 0 |
| li1 | - | - | 314 |
| met5 | 0 | 0 | - |
| met3 | 0.6639 | 1.9 | 2 |
| met1 | 4.304 | 50 | 264 |
| met2 | 5.967 | 46 | 1 |
==> report_power, final <==
group / switching (uW) / total, uW / internal (uW)
clock: 77.1 / 193 / 116
combinational: 8.12 / 13.7 / 5.60
sequential: 4.21 / 247 / 242
==> through the flow <==
stage,setup WS [ns],power [uW]
detailed placement,1.469,266.0
global route,1.298,473.3
global placement,1.478,265.6
floorplan,1.588,262.9
finish,1.394,453.8
CTS,1.369,462.2
==> worst max-delay path by stage <==
| stage | end | slack (ns) | cells past startpoint |
|---|---|---|---|
| 6_report | O_CE | 1.39 | 1 |
| 5_1_grt | r_cnt[14] | 1.30 | 5 |
| 4_1_cts | O_CE | 1.37 | 1 |
No activity file was given, so power comes from the tool's default toggle rates.
