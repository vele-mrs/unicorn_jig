--- /design/flow/design.v ---
 module rainbow_controller (
         input          I_CLK_100MHZ
        ,input          I_CE_10KHZ
        ,input          I_RST
        ,input  [9:0]   I_TIMER
        ,input  [6:0]   I_BRIGHTNESS
        ,input          I_INVERTED
        ,output [6:0]   O_DUTY_R
        ,output [6:0]   O_DUTY_G
        ,output [6:0]   O_DUTY_B
    ) ;
    parameter STATE_YELLOW  = 2'd0  ; 
    parameter STATE_CYAN    = 2'd1  ; 
    parameter STATE_MAGENTA = 2'd2  ; 
    reg  [9:0]  r_timer_cnt     ;
    reg         r_timer         ;
    reg  [6:0]  r_duty_inc      ;
    reg  [6:0]  r_duty_dec      ;
    reg  [1:0]  r_state         ;
    reg  [6:0]  r_duty_r        ;
    reg  [6:0]  r_duty_g        ;
    reg  [6:0]  r_duty_b        ;
    always @(posedge I_CLK_100MHZ) begin
        if (I_RST) begin
            r_timer_cnt   <= 10'd0 ;
            r_timer       <= 1'b0 ;
        end else if (I_CE_10KHZ) begin
            if (r_timer_cnt == I_TIMER) begin
                r_timer_cnt   <= 10'd0 ;
                r_timer       <= 1'b1 ;
            end else begin
                r_timer_cnt   <= r_timer_cnt + 10'd1 ;
                r_timer       <= 1'b0 ;
            end
        end else begin
            r_timer_cnt   <= r_timer_cnt ; 
            r_timer       <= r_timer ;
        end
        if (I_RST) begin
            r_duty_inc   <= 7'd0 ;
            r_duty_dec   <= I_BRIGHTNESS ;
            r_state      <= 2'd0 ;
        end else if (I_CE_10KHZ & r_timer) begin
            if (r_duty_inc == I_BRIGHTNESS) begin
                r_duty_inc   <= 7'd0 ;
                r_duty_dec   <= I_BRIGHTNESS ;
                r_state      <= (r_state==2'd2) ? 2'd0 : r_state + 2'd1 ;
            end else begin
                r_duty_inc   <= r_duty_inc + 7'd1 ;
                r_duty_dec   <= r_duty_dec - 7'd1 ;
                r_state      <= r_state ;
            end
        end else begin
            r_duty_inc   <= r_duty_inc ; 
            r_duty_dec   <= r_duty_dec ; 
            r_state      <= r_state ;
        end
        case (r_state)
            STATE_YELLOW  : 
                begin
                    r_duty_r <= (I_INVERTED) ? r_duty_inc : r_duty_dec ; 
                    r_duty_g <= (I_INVERTED) ? r_duty_dec : r_duty_inc ; 
                    r_duty_b <= (I_INVERTED) ? 0          : 0          ; 
                end  
            STATE_CYAN  : 
                begin
                    r_duty_r <= (I_INVERTED) ? r_duty_dec : 0          ; 
                    r_duty_g <= (I_INVERTED) ? 0          : r_duty_dec ; 
                    r_duty_b <= (I_INVERTED) ? r_duty_inc : r_duty_inc ; 
                end  
            STATE_MAGENTA  : 
                begin
                    r_duty_r <= (I_INVERTED) ? 0          : r_duty_inc ; 
                    r_duty_g <= (I_INVERTED) ? r_duty_inc : 0          ; 
                    r_duty_b <= (I_INVERTED) ? r_duty_dec : r_duty_dec ; 
                end  
            default : 
                begin
                    r_duty_r <= 0 ; 
                    r_duty_g <= 0 ; 
                    r_duty_b <= 0 ; 
                end  
        endcase
    end
    assign O_DUTY_R = r_duty_r ;
    assign O_DUTY_G = r_duty_g ;
    assign O_DUTY_B = r_duty_b ;
endmodule
--- /design/flow/run.sh ---
#!/bin/bash
# OpenROAD 26Q1-2900-gdf79404cd8, Yosys 0.63+post, stock flow scripts
make -C /OpenROAD-flow-scripts/flow DESIGN_CONFIG=/design/flow/config.mk WORK_HOME=/design/flow/orfs finish
--- /design/flow/constraint.sdc ---
current_design rainbow_controller

set clk_period 3.9
set clk_io_pct 0.2

create_clock -name clk0 -period $clk_period [get_ports {I_CLK_100MHZ}]

set non_clock_inputs [all_inputs -no_clocks]
set_input_delay [expr $clk_period * $clk_io_pct] -clock clk0 $non_clock_inputs
set_output_delay [expr $clk_period * $clk_io_pct] -clock clk0 [all_outputs]
--- /design/flow/config.mk ---
export PLATFORM = sky130hd
export DESIGN_NAME = rainbow_controller
export DESIGN_NICKNAME = rainbow_controller
export VERILOG_FILES = /design/flow/design.v
export SDC_FILE = /design/flow/constraint.sdc
export NUM_CORES = 4
export LEC_CHECK = 1
export CORE_UTILIZATION = 50
==> results.txt <==
Update from the flow run.

VDD sags by at most 0.000246 V. The pre-antenna-repair detailed-routing pass consisted of 4 iterations. According to the dpl log, the detail-placed design has an HPWL of 3320 um. The number of levels in the clock H-tree is 2. The largest stage delay on the critical path is 0.50 ns. The yosys stat cell total is 239.

The critical path arrival is 2.40 ns. Of the cells placed in the final design, the portion with a size suffix greater than 1 is 6.12%. The tool flagged a number of max-cap violations equal to 0. The routed layout has 1687 vias.

The detail-routed net length per standard cell is 13.3 um. Per the OpenROAD floorplan log, the width of the die is 69.2 um. The flow reported a cell area power density of 343 mW/mm2. The report lists the number of cells resized after CTS as 0. STA classifies the critical path startpoint as an input port. For this run, the script counts the antenna cells in the layout as 0. On the final layout, the worst hold slack is 0.514 ns. In the CTS report, the clock slew at the register clock pins of the worst setup and hold paths is listed as 0.09 ns. The via count of the first global-routing pass is 1671. Per the synth stats, the flop cell with the highest instance count is sky130_fd_sc_hd__dfxtp_1. The area recorded from the Yosys report for this design is 0.00226 mm2. Of the total power, combinational logic draws 11.0%. The most utilized layer in the global route result is met1. The final hold violation count recorded for this run is 0.

After synthesis, the share of flip-flops with an asynchronous set or reset is 0%. The worst setup skew after layout is 0.00441 ns. TritonCTS created 5 clock buffers.

The max-slew headroom at the worst pin is 51.8%. The total number of warnings across the stage logs is 30. The total routing usage reported by global routing is 21.0%. Of all nets on the critical path, the largest fanout is 9. The cell at the slowest stage of the critical path is sky130_fd_sc_hd__clkdlybuf4s50_1. By area the synthesized netlist is led by sky130_fd_sc_hd__dfxtp_1 36%, sky130_fd_sc_hd__xnor2_1 11%, sky130_fd_sc_hd__edfxtp_1 9.3%, sky130_fd_sc_hd__a22oi_1 7.0%, sky130_fd_sc_hd__nor2_1 6.2%. The cell area that synthesis handed to floorplanning was 0.00226 mm2.

The longest clock path from root to sink contains 2 buffers. The transition time recorded at the tightest slew-check pin is 0.719 ns. Counting every sink on the clock net gives 48. The count of hold-fix buffers inserted at cts is 0. In this run the biggest area consumer among cell types represents 36.4% of the synthesized area. The congestion estimate from routability-driven global placement came to 0.832. Setup repair after global routing left no endpoint under its margin.

The first-pass GRT wire length is 7840 um. In the finished design, the share of the clock period the worst path needs comes to 60.1%. At the floorplan stage, the core utilization is reported as 51.8%. TritonCTS built the clock tree.

In the layout the commonest cells are 41 x sky130_fd_sc_hd__clkdlybuf4s50_1, 41 x sky130_fd_sc_hd__dfxtp_1, 37 x sky130_fd_sc_hd__nor2_1. The post-detailed-route DRC marker count is 0. The number of buffers and inverters on the critical path is 1. The die covers 0.00479 mm2. In this run the mean area of a mapped cell was 9.44 um2.

The type of the worst setup path is in -> reg. The clock network latency to the later pin of the worst-skew pair is 0.30 ns. Per the synth log, the flip-flop and latch total comes to 48. The overall power after layout is 954 uW.

Traced cell by cell, the critical path runs through clkdlybuf4s50_1 > xnor2_1 > nand4_2 > o21ai_4 > mux2_2. Summing the sequential cell areas from Yosys gives 45.7% of the chip area. The count of cell types in the netlist is 32. Looking at the clock tree report, the root buffer type is sky130_fd_sc_hd__clkbuf_8. The number of enable-type register cells in the synthesized netlist is 7. The leakage power total is 0.983 nW. Endpoints with negative setup slack in the final report add up to 0.

Per the repair_timing log after CTS, setup buffers inserted total 0. The met1 usage is 32.6%. Entering global routing, the biggest net connects 16 pins.

The initial antenna violation count is 0. Once detail routing completed, the nets flagged for antenna violations numbered 0. The highest clock rate is 427 MHz. Global routing consumed, on the met3 layer, 4.13% of the routing resources. The clock network fraction of total power is 32.5%. The die is 69.2 um tall. The internal power is 732 uW.

Counting I/O delays and the setup requirement, the final critical path takes 2.34 ns. The via count normalized by instance count is 5.11. Of the total power, registers draw 56.6%. The cell count after synthesis is 239. Per the detailed-route log, wirelength across all metal layers totals 4390 um. After routing, the total negative slack on setup checks comes to 0 ns. The site row count is 24. The count of input and output buffers is 41. The total of warnings raised by yosys is 1.

The script computed the net switching share of total power as 23.3%. Per STA, the worst path accumulates the most delay in the family buffers and inverters. The cell type that accounts for the most area after synthesis is sky130_fd_sc_hd__dfxtp_1. The run finished with clean final reports.

The layout overhead on the synthesized area is 23.2%. The total congestion overflow after global routing is 0. STA classifies the critical path endpoint as a flop. Checking hold timing, the worst path is listed with class reg -> reg.

Routing resource usage on met2 recorded by global route was 32.1%. The iteration-0 DRC count of the detailed router is 92. In this run the power spent charging and discharging nets is 222 uW. The area of the core is 0.00435 mm2. The floorplan report gives the top-level pin count as 42. The total count of max-transition violations in the final report is 0. The required time at the worst-slack endpoint is 3.96 ns.
cell usage after synthesis (2+ instances only):
cell and n:
sky130_fd_sc_hd__a21oi_1 2, sky130_fd_sc_hd__a22oi_1 21, sky130_fd_sc_hd__clkbuf_1 7, sky130_fd_sc_hd__dfxtp_1 41, sky130_fd_sc_hd__edfxtp_1 7, sky130_fd_sc_hd__ha_1 8, sky130_fd_sc_hd__inv_1 11, sky130_fd_sc_hd__mux2_2 6
sky130_fd_sc_hd__mux2i_1 2, sky130_fd_sc_hd__nand2_1 19, sky130_fd_sc_hd__nand3_1 3, sky130_fd_sc_hd__nand4_1 7, sky130_fd_sc_hd__nor2_1 37, sky130_fd_sc_hd__nor2b_1 7, sky130_fd_sc_hd__nor3_1 4, sky130_fd_sc_hd__o21ai_0 4
sky130_fd_sc_hd__o21ai_1 2, sky130_fd_sc_hd__or3_1 3, sky130_fd_sc_hd__xnor2_1 28, sky130_fd_sc_hd__xor2_1 8
area by class of cell:
cell class | count | area, um2
sequential | 48 | 1030
tap | 52 | 65.1
clock buffer | 6 | 82.6
fill | 378 | 1570
multi-input combinational | 170 | 1140
clock inverter | 2 | 13.8
inverter | 11 | 41.3
timing repair buffer | 41 | 410
stage by stage:
step           instances  instance area (um2)  setup WS, ns  utilization [%]
5_1_grt              330                 2780          1.35             63.9
2_1_floorplan        239                 2260          1.88                -
3_5_place_dp         322                 2690          1.23             61.7
4_1_cts              330                 2780          1.55             63.9
3_3_place_gp         322                 2690          1.24             61.7
6_report             330                 2780          1.56             63.9
logic make-up after synthesis:
family,synth area share [%]
AND/OR/NAND/NOR,17.3
flip-flops,45.7
XOR/XNOR,14.0
AND-OR/OR-AND,10.8
buffers and inverters,3.94
multiplexers,3.88
adder cells (fa/ha/maj),4.43
sequential cells by signal, indices dropped and copies added, names as in the netlist:
signal / flops
r_duty_b: 7
r_duty_dec: 7
r_duty_g: 7
r_duty_inc: 7
r_duty_r: 7
r_state: 2
r_timer: 1
r_timer_cnt: 10
worst paths after layout:
check | startpoint | endpoint | slack (ns) | depth (start not counted)
setup / recovery | I_BRIGHTNESS[1] | r_duty_dec[3] | 1.56 | 5
hold / removal | r_timer | r_duty_inc[0] | 0.51 | 2
setup reg to reg | r_duty_inc[0] | r_duty_dec[3] | 1.98 | 4
hold reg to reg | r_timer | r_duty_inc[0] | 0.51 | 2
tightest hold or removal path: stages, from the launching register on:
cell                      delay, ns
sky130_fd_sc_hd__dfxtp_1       0.35
sky130_fd_sc_hd__nand2_1       0.07
sky130_fd_sc_hd__o31ai_1       0.06
routing by layer:
metal  part of all wire [%]  vias up
met5                      0        -
met4                    2.2        0
met3                    5.1        9
met2                     44       49
met1                     49      748
li1                       -      881
power by group through the flow:
stage / clock network (mW) / registers [mW] / logic (mW)
final: 0.309 / 0.539 / 0.105
after CTS: 0.320 / 0.539 / 0.105
after global routing: 0.347 / 0.543 / 0.117
Power figures rest on the tool's default switching activity, not on a simulated workload.
